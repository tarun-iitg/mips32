==> /design/flow/design.v <==
module Registor_Bank(rd_addr1,rd_data1,rd_addr2,rd_data2,rw_addr,rw_data);
   input [4:0]rd_addr1,rd_addr2,rw_addr ;
   input [31:0] rw_data ;
   output [31:0] rd_data1,rd_data2;
   reg [31:0] 	 Reg[31:0] ;
   assign   rd_data1 = Reg[rd_addr1] ;
   assign   rd_data2 = Reg[rd_addr2] ;
   always@(rw_addr or rw_data)   Reg[rw_addr] = rw_data ;
endmodule  
==> /design/flow/run.sh <==
#!/bin/bash
# OpenROAD 26Q1-2900-gdf79404cd8, Yosys 0.63+post, stock flow scripts
make -C /OpenROAD-flow-scripts/flow DESIGN_CONFIG=/design/flow/config.mk WORK_HOME=/design/flow/orfs finish
==> /design/flow/config.mk <==
export PLATFORM = sky130hd
export DESIGN_NAME = Registor_Bank
export DESIGN_NICKNAME = Registor_Bank
export VERILOG_FILES = /design/flow/design.v
export SDC_FILE = /design/flow/constraint.sdc
export NUM_CORES = 4
export LEC_CHECK = 1
export CORE_UTILIZATION = 50
==> /design/flow/constraint.sdc <==
current_design Registor_Bank

set clk_period 8.7
set clk_io_pct 0.2

create_clock -name clk0 -period $clk_period

set non_clock_inputs [all_inputs -no_clocks]
set_input_delay [expr $clk_period * $clk_io_pct] -clock clk0 $non_clock_inputs
set_output_delay [expr $clk_period * $clk_io_pct] -clock clk0 [all_outputs]
==> flow_metrics.env <==
# source this file to load flow results
export IMPL_syn_mean_instance_area_um2=8.580
export IMPL_die_x_um=254.5
export IMPL_antenna_found_initial=44
export IMPL_gp_congestion=1.192
export IMPL_die_area_um2=64760
export IMPL_edf_count=0
export IMPL_relSlewSlack=0.1271
export IMPL_die_h_um=254.5
export IMPL_dp_hpwl_um=124200
export IMPL_cp_slowest_cell="nor2_1"
export IMPL_ir_drop_mv=0.04140
export IMPL_area_growth_pct=8.314
export IMPL_slew_violations=0
export IMPL_hold_viol=0
export IMPL_setup_viol_count_final=0
export IMPL_num_io_pins=111
export IMPL_tns_ps=0
export IMPL_post_cts_buffers=0
export IMPL_path_class="in -> out"
export IMPL_wirelength_um=211400
export IMPL_p_int_mw=0.6709
export IMPL_cts_resized_gates=0
export IMPL_lay_top_cells="1,024 x dlxtn_1, 850 x nand3_1, 282 x a22oi_1"
export IMPL_tool_warnings=33
export IMPL_endpoint_kind="output port"
export IMPL_period_used=0.8955
export IMPL_untimed_endpoints=1024
export IMPL_grt_pass1_vias=37480
export IMPL_io_buffer_count=111
export IMPL_yosysWarningCount=2
export IMPL_critPathTopFamily="buffers and inverters"
export IMPL_power_density_nw_per_um2=44.93
export IMPL_switching_share=0.5675
export IMPL_cts_hold_fix_buffers=0
export IMPL_routedWlPerCell_um=45.58
export IMPL_netlist_area_um2=31870
export IMPL_holdPathStages=4
export IMPL_vias_per_cell=8.620
export IMPL_ys_cells=3715
export IMPL_worstPathRequired_ps=6960
export IMPL_rows=92
export IMPL_status="complete, no violations"
export IMPL_cp_num_buf_inv=5
export IMPL_hold_class="in -> out"
export IMPL_yosysChipArea_um2=31870
export IMPL_syn_inst=3715
export IMPL_crit_path_frequent_cell="buf_4"
export IMPL_vias=39980
export IMPL_ys_ff=1024
export IMPL_p_leak_nw=14.90
export IMPL_grt_start_max_net_pins=91
export IMPL_period_minus_slack_ps=7791
export IMPL_fillers=5785
export IMPL_largest_register_ffs=1024
export IMPL_drv_cap=0
export IMPL_grt_remaining_overflow=0
export IMPL_cp_max_fo=27
export IMPL_max_freq_mhz=128.4
export IMPL_worstSetupPathDepth=10
export IMPL_worst_pin_slew_ps=1305
export IMPL_async_flop_share=0
export IMPL_rsz0062_at_grt="no"
export IMPL_core_area_um2=63080
export IMPL_unclocked_pins=1024
export IMPL_p_sw_mw=0.8803
export IMPL_antenna_left=0
export IMPL_cp_start_kind="input port"
export IMPL_lay_top_count="dlxtn_1"
export IMPL_power_mw=1.551
export IMPL_arrival_ps=6050
export IMPL_crit_path_max_incr_delay_ps=990
export IMPL_grt_pass1_wl_um=288500
export IMPL_grtUsageTotal=0.6750
export IMPL_fp_util=0.5053
export IMPL_drive_above_1_share=0.09576
export IMPL_ys_types=80
export IMPL_crit_chain="clkdlybuf4s50_1 > buf_4 > nand2_1 > buf_4 > nor2_1 > buf_4 > a22oi_1 > nand3_1 > o32a_1 > clkdlybuf4s50_1"
export IMPL_drcViolationCount=0
export IMPL_dr_first_iter_drc_count=7313
export IMPL_drtPass1Iterations=22
export IMPL_synth_main_ff_cell="dlxtn_1"
==> cells in the mapped netlist (27+ instances only) <==
cell / instances / area, um^2
dlxtn_1: 1024 / 15400
nand3_1: 850 / 4254
a22oi_1: 282 / 2117
nand4_1: 251 / 1570
and3_1: 170 / 1064
clkbuf_1: 138 / 518.0
buf_2: 134 / 670.6
nor2_1: 94 / 352.8
nand2_1: 69 / 259.0
a22o_1: 46 / 402.9
mux2i_1: 42 / 420.4
a2111oi_0: 41 / 359.1
o32a_1: 40 / 400.4
or4_1: 32 / 240.2
nor3_1: 31 / 155.2
a21oi_1: 30 / 150.1
buf_6: 30 / 337.8
o21ai_0: 28 / 140.1
buf_1: 27 / 101.4
==> final timing paths <==
kind	startpoint	to	slack [ps]
min	rd_addr2[2]	rd_data2[0]	4660
max	rd_addr1[4]	rd_data1[0]	910
==> cell type report <==
type	count	area [um^2]	share of cell area
flip-flops and latches	1024	15370	0.4453
multi-input cells	2342	15000	0.4345
repair buffers	336	2858	0.08278
well taps	846	1059	0.03066
diodes	85	212.7	0.006161
inverters	5	18.77	0.0005436
==> per-layer routing <==
layer  GRT usage  part of all wire
met3      0.5840              0.21
met4      0.5611              0.12
met5      0.2947            0.0062
met1      0.7184              0.31
met2      0.7895              0.35
==> metrics by stage <==
stage / instances / util / hold WS (ps) / area, um^2 / setup WS (ps)
global placement: 4553 / 0.5439 / 4561 / 34310 / 1451
floorplan: 3715 / - / 3893 / 31870 / 3657
finish: 4638 / 0.5473 / 4657 / 34520 / 908.9
CTS: 4553 / 0.5439 / 4566 / 34310 / 1447
global route: 4579 / 0.5449 / 4631 / 34380 / 1203
detailed placement: 4553 / 0.5439 / 4559 / 34310 / 1448
==> logic make-up (layout without fill, tap and decap cells) <==
group,after synthesis,after routing,synth area share
AND-OR/OR-AND,630,630,0.1563
buffers and inverters,349,341,0.05519
latches,1024,1024,0.4832
multiplexers,69,69,0.02344
other,0,85,0
AND/OR/NAND/NOR,1643,1643,0.2827

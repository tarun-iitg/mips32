--- ./design.v ---
module  mux_32_2_1(out,sel,in0,in1);
   output [31:0]out;
   input 	sel ;
   input [31:0] in0,in1;
   genvar 	i ;
   generate
      for(i=0; i<32; i=i+1)
	mux_2_1 m(out[i],sel,in0[i],in1[i]);
      endgenerate
endmodule  
module mux_2_1(out,sel,in0,in1);
   output out ;
   input  sel,in0,in1 ;
   assign out=sel ? in1 :in0 ;
endmodule  
--- ./run.sh ---
#!/bin/bash
# OpenROAD 26Q1-2900-gdf79404cd8, Yosys 0.63+post, stock flow scripts
make -C /OpenROAD-flow-scripts/flow DESIGN_CONFIG=/design/flow/config.mk WORK_HOME=/design/flow/orfs finish
--- ./config.mk ---
export PLATFORM = sky130hd
export DESIGN_NAME = mux_32_2_1
export DESIGN_NICKNAME = mux_32_2_1
export VERILOG_FILES = /design/flow/design.v
export SDC_FILE = /design/flow/constraint.sdc
export NUM_CORES = 4
export LEC_CHECK = 1
export CORE_AREA = 10 10 70 70
export DIE_AREA = 0 0 80 80
--- ./constraint.sdc ---
current_design mux_32_2_1

set clk_period 1.0
set clk_io_pct 0.2

create_clock -name clk0 -period $clk_period

set non_clock_inputs [all_inputs -no_clocks]
set_input_delay [expr $clk_period * $clk_io_pct] -clock clk0 $non_clock_inputs
set_output_delay [expr $clk_period * $clk_io_pct] -clock clk0 [all_outputs]
==> node_exporter_impl.prom <==
# HELP chip_impl_metric Physical implementation figures
# TYPE chip_impl_metric gauge
chip_impl_metric{name="worstPathArrival",unit="ns"} 0.89
chip_impl_metric{name="nFlopsAndLatches",unit=""} 0
chip_impl_metric{name="area_delta_synth_final",unit="%"} 97.0
chip_impl_info{name="critical_path.endpoint_type",value="output port"} 1
chip_impl_metric{name="drt_iter0_markers",unit=""} 0
chip_impl_metric{name="post_cts_hold_buffer_count",unit=""} 0
chip_impl_info{name="crit_slowest_cell",value="sky130_fd_sc_hd__mux2_4"} 1
chip_impl_metric{name="grt_start_max_net_pins",unit=""} 9
chip_impl_metric{name="cp_data_required_time",unit="ns"} 0.80
chip_impl_info{name="rsz0062_at_grt",value="yes"} 1
chip_impl_metric{name="global_route.overflow_total",unit=""} 0
chip_impl_metric{name="filler_instances",unit=""} 359
chip_impl_info{name="setup.worst_path.start_class",value="primary input"} 1
chip_impl_metric{name="average_size_of_a_mapped_cell",unit="sq um"} 11.5
chip_impl_metric{name="firstDrtPassIters",unit=""} 1
chip_impl_metric{name="final-setup-viol-count",unit=""} 32
chip_impl_metric{name="leakage",unit="uW"} 0.000840
chip_impl_metric{name="finalMaxSlewViolations",unit=""} 0
chip_impl_metric{name="routed_via_density",unit=""} 3.82
chip_impl_metric{name="global_route.usage.total",unit="%"} 7.46
chip_impl_info{name="route.top_layer_used",value="met3"} 1
chip_impl_info{name="class_of_the_most_critical_hold_timing_path",value="in -> out"} 1
chip_impl_metric{name="met2_length",unit="um"} 1380
chip_impl_metric{name="critical_path_buf_inv_count",unit=""} 3
chip_impl_info{name="cp_top_family",value="buffers and inverters"} 1
chip_impl_metric{name="share_of_the_yosys_chip_area_belonging_to_registers",unit="%"} 0
chip_impl_metric{name="ys_warn_count",unit=""} 0
chip_impl_metric{name="netlist_area",unit="sq um"} 785
chip_impl_metric{name="routedWlPerCell",unit="um"} 15.3
chip_impl_metric{name="port_buffers",unit=""} 97
chip_impl_metric{name="die_w",unit="um"} 80
chip_impl_metric{name="final_min_period_over_clock_period",unit="%"} 109
chip_impl_metric{name="hold_violations",unit=""} 0
chip_impl_metric{name="initCoreUtil",unit="%"} 23.0
chip_impl_metric{name="synth.yosys.num_cells",unit=""} 68
chip_impl_metric{name="max_cap_viol_count",unit=""} 0
chip_impl_info{name="cp-startpoint",value="sel"} 1
chip_impl_metric{name="finalWorstSetupSlack",unit="ns"} -0.0869
chip_impl_metric{name="register_area",unit="sq um"} 0
chip_impl_metric{name="wirelength_met1",unit="um"} 1150
chip_impl_metric{name="fin_hold_ws",unit="ns"} 0.793
chip_impl_metric{name="placement_rows",unit=""} 21
chip_impl_metric{name="grt_pass1_wl",unit="um"} 3880
chip_impl_metric{name="fp.coreArea",unit="sq um"} 3420
chip_impl_metric{name="via_count",unit=""} 687
chip_impl_metric{name="drc",unit=""} 0
chip_impl_metric{name="chip_area_line_of_the_yosys_report",unit="sq um"} 785
chip_impl_info{name="crit_path_end",value="out[2]"} 1
chip_impl_metric{name="antenna_found_initial",unit=""} 0
chip_impl_metric{name="finish.utilization",unit="%"} 45.2
chip_impl_metric{name="max-slew-margin-rel",unit="%"} 95.2
chip_impl_metric{name="drive_gt1_share",unit="%"} 52.2
chip_impl_metric{name="clock.fmax",unit="GHz"} 0.920
chip_impl_metric{name="cp_slowest_stage_delay",unit="ns"} 0.30
chip_impl_metric{name="wl_met3",unit="um"} 233
chip_impl_metric{name="postRouteWirelength",unit="um"} 2760
chip_impl_info{name="critPathKind",value="in -> out"} 1
chip_impl_metric{name="totalNegativeSetupSlack",unit="ns"} -2.37
chip_impl_metric{name="syn_inst",unit=""} 68
chip_impl_metric{name="max_slew.worst_pin.slew",unit="ns"} 0.0724
chip_impl_metric{name="power.density",unit="nW/um^2"} 393
chip_impl_metric{name="grt_pass1_vias",unit=""} 767
chip_impl_info{name="worstPathCellList",value="buf_12 > buf_16 > mux2_4 > buf_6"} 1
chip_impl_metric{name="die.size.y",unit="um"} 80
chip_impl_metric{name="place_hpwl",unit="um"} 2430
chip_impl_metric{name="crit_cells",unit=""} 4
chip_impl_metric{name="max-vdd-ir-drop",unit="V"} 0.000138
chip_impl_metric{name="max_fanout_on_critical_path",unit=""} 8
chip_impl_metric{name="warnings",unit=""} 35
chip_impl_metric{name="finalCriticalPeriod",unit="ns"} 1.09
chip_impl_info{name="violated_checks",value="setup timing"} 1
chip_impl_metric{name="routability_congestion",unit=""} 0.813
chip_impl_info{name="outcome",value="complete, but fails checks"} 1
chip_impl_metric{name="num_io_pins",unit=""} 97
chip_impl_metric{name="clock_buffer_count",unit=""} 0
chip_impl_metric{name="antennaDiodeCount",unit=""} 0
chip_impl_metric{name="route.antenna.remaining_nets",unit=""} 0
chip_impl_metric{name="post_synth_num_cell_types",unit=""} 5
chip_impl_metric{name="dieArea",unit="sq um"} 6400
-- layout make-up --
cell class,instances,area [sq um],area share (%)
multi-input cells,32,480,31.1
well taps,46,57.6,3.72
repair buffers,102,1010,65.2
-- logic make-up (layout without fill, tap and decap cells) --
kind of cell  after synthesis  in the layout  share of synthesized area [%]
buf+inv                    36            102                           39.7
mux                        32             32                           60.3
-- cell usage after synthesis --
cell type	count	area share (%)
sky130_fd_sc_hd__mux2_4	30	57
sky130_fd_sc_hd__buf_6	1	1.4
sky130_fd_sc_hd__buf_4	32	31
sky130_fd_sc_hd__mux2_2	2	2.9
sky130_fd_sc_hd__buf_12	3	7.7
-- where the power goes --
| group | switching, uW | internal (uW) |
|---|---|---|
| Sequential | 0 | 0 |
| Combinational | 134 | 473 |
| Clock | 0 | 0 |
-- routing by layer --
layer / GRT usage [%] / vias to the layer above
met4: 0 / 0
met1: 8.83 / 305
li1: - / 335
met2: 13.6 / 47
met5: 0 / -
met3: 2.27 / 0
-- worst min path at each step --
stage            from       to  slack (ns)  cells past startpoint
finish        in0[13]  out[13]        0.79                      3
CTS           in0[31]  out[31]        0.80                      3
global route  in1[22]  out[22]        0.81                      3
-- layout by cell type, fill, tap and decap left out, drive strengths merged --
cell type / count
dlygate4sd2: 64
buf: 38
mux2: 32
-- tightest hold or removal path, stage by stage --
cell,delay (ns)
sky130_fd_sc_hd__dlygate4sd2_1,0.19
sky130_fd_sc_hd__mux2_4,0.12
sky130_fd_sc_hd__buf_2,0.08
-- metrics by stage --
step                      instances  setup slack (ns)  total power (uW)  area, sq um
after global routing            180            -0.104               647         1550
after global placement          177            -0.497               655         1540
after detailed placement        177            -0.500               658         1540
after floorplan                  68           -0.0482               413          906
after CTS                       180           -0.0924               585         1490
final                           180           -0.0869               607         1550
-- what timing repair did --
action | CTS | global route
setup buffers | 0 | 0
gates resized | 183 | 9
endpoints found under the setup margin | 32 | 32
gates cloned | 3 | 0
Power is estimated from default activity; no workload was simulated.
